<file path="design/flow/run.sh">
#!/bin/bash
# OpenROAD 26Q1-2900-gdf79404cd8, Yosys 0.63+post, stock flow scripts
make -C /OpenROAD-flow-scripts/flow DESIGN_CONFIG=/design/flow/config.mk WORK_HOME=/design/flow/orfs finish
</file>
<file path="design/flow/config.mk">
export PLATFORM = sky130hd
export DESIGN_NAME = My_Generate_Arbitrary_Divided
export DESIGN_NICKNAME = My_Generate_Arbitrary_Divided
export VERILOG_FILES = /design/flow/design.v
export SDC_FILE = /design/flow/constraint.sdc
export NUM_CORES = 4
export LEC_CHECK = 1
export CORE_UTILIZATION = 40
</file>
<file path="design/flow/constraint.sdc">
current_design My_Generate_Arbitrary_Divided

set clk_period 4.8
set clk_io_pct 0.2

create_clock -name clk0 -period $clk_period [get_ports {inclk}]

set non_clock_inputs [all_inputs -no_clocks]
set_input_delay [expr $clk_period * $clk_io_pct] -clock clk0 $non_clock_inputs
set_output_delay [expr $clk_period * $clk_io_pct] -clock clk0 [all_outputs]
</file>
<file path="design/flow/design.v">
module My_Generate_Arbitrary_Divided
(input logic inclk,Reset,
input logic [31:0] div_clk_count,
output logic outclk,outclk_Not);
	logic [31:0] counter = 32'd0;  
	assign outclk_Not =~outclk;
	always_ff @(posedge inclk,negedge Reset) begin
		if (!Reset) outclk <= 0;
		else begin
			counter <= counter + 32'd1;
			 if(counter>=(div_clk_count)) begin
				counter <= 32'd1;
				outclk<=~outclk;
			 end
			 else outclk<=outclk;
		end
	end
endmodule
</file>
==> metrics.txt <==
# HELP chip_impl_metric Physical implementation figures
# TYPE chip_impl_metric gauge
chip_impl_metric{name="enable_flop_cells",unit=""} 32
chip_impl_metric{name="antenna_found_initial",unit=""} 0
chip_impl_metric{name="post_route_cells_drive_above_1_share",unit=""} 0.0906
chip_impl_metric{name="worstSkewPairLatency",unit="ns"} 0.28
chip_impl_metric{name="use_met1",unit=""} 0.275
chip_impl_metric{name="synthesis.yosys.warnings",unit=""} 1
chip_impl_info{name="critPathSlowestCell",value="a21o_1"} 1
chip_impl_info{name="cts_root_buf",value="clkbuf_8"} 1
chip_impl_metric{name="syn-cell-area",unit="um2"} 2720
chip_impl_metric{name="finalSetupViolations",unit=""} 0
chip_impl_metric{name="synth.yosys.num_cells",unit=""} 278
chip_impl_metric{name="timing.final.crit_share",unit=""} 0.700
chip_impl_metric{name="path_max_fanout",unit=""} 19
chip_impl_metric{name="gp_routability_congestion",unit=""} 0.802
chip_impl_info{name="critical_path.top_delay_family",value="AND-OR/OR-AND gates"} 1
chip_impl_metric{name="buffer_ports.inserted",unit=""} 35
chip_impl_metric{name="cts_setup_buffers",unit=""} 0
chip_impl_metric{name="finalHoldWorstSlack",unit="ns"} 0.658
chip_impl_metric{name="timing.slew.headroom",unit=""} 0.431
chip_impl_metric{name="post_cts_resized",unit=""} 0
chip_impl_info{name="unrepaired_setup_endpoints_after_global_routing",value="no"} 1
chip_impl_metric{name="synth_cells",unit=""} 278
chip_impl_metric{name="fp-utilization",unit=""} 0.420
chip_impl_metric{name="globalRouteOverflowTotal",unit=""} 0
chip_impl_info{name="yosysTopAreaCell",value="edfxtp_1"} 1
chip_impl_metric{name="core_region_area",unit="um2"} 6460
chip_impl_metric{name="groute.usage.overall",unit=""} 0.173
chip_impl_info{name="worstSetupPathType",value="in -> reg"} 1
chip_impl_metric{name="num-fill-cells",unit=""} 608
chip_impl_metric{name="dpl_cell_area",unit="um2"} 3150
chip_impl_metric{name="flow.area_growth_from_synthesis",unit="%"} 20.0
chip_impl_info{name="most_used_flip_flop_cell",value="edfxtp_1"} 1
chip_impl_metric{name="met3_usage",unit=""} 0.0209
chip_impl_metric{name="cts_num_sinks",unit=""} 33
chip_impl_info{name="outcome",value="complete, no violations"} 1
chip_impl_metric{name="grt_max_degree",unit=""} 34
chip_impl_metric{name="grt.met2_usage",unit=""} 0.279
chip_impl_metric{name="grt_first_pass_wirelength",unit="mm"} 9.55
chip_impl_metric{name="placed_cells",unit=""} 389
chip_impl_metric{name="yosysChipArea",unit="um2"} 2720
chip_impl_info{name="critical_path.endpoint_type",value="register"} 1
chip_impl_metric{name="die_area",unit="um2"} 7120
chip_impl_metric{name="finalHoldViolations",unit=""} 0
chip_impl_metric{name="number_of_openroad_warnings",unit=""} 25
chip_impl_metric{name="detail_route.antenna_diodes",unit=""} 0
chip_impl_metric{name="detailedPlacementHpwl",unit="mm"} 4.00
chip_impl_info{name="yosys-top-cells-area",value="edfxtp_1 35%, ha_1 15%, xor2_1 6.8%, inv_1 5.1%, nor3_1 4.2%"} 1
chip_impl_metric{name="crit_buf_inv",unit=""} 3
chip_impl_metric{name="cts.path.max_buffers",unit=""} 2
chip_impl_metric{name="holdBufCountCts",unit=""} 0
chip_impl_metric{name="num_io_pins",unit=""} 36
chip_impl_metric{name="multi_input_comb_area",unit="um2"} 1540
chip_impl_metric{name="drv_cap",unit=""} 0
chip_impl_metric{name="synth_largest_type_area_fraction",unit=""} 0.354
chip_impl_metric{name="ys_seq_frac",unit=""} 0.363
chip_impl_metric{name="yosysUniqueCellTypes",unit=""} 41
chip_impl_metric{name="cts_max_level",unit=""} 2
chip_impl_metric{name="drt_pass1_iterations",unit=""} 20
chip_impl_info{name="sequence_of_cells_on_the_critical_path",value="clkdlybuf4s50_1 > inv_1 > ha_1 > nand4_1 > o221ai_1 > a21o_1 > buf_4 > nor3_1"} 1
chip_impl_info{name="hold_path.class",value="reg -> reg"} 1
chip_impl_metric{name="slew_viol_final",unit=""} 0
chip_impl_info{name="netlist.top_cell.by_instances",value="inv_1"} 1
chip_impl_info{name="tritoncts",value="yes"} 1
chip_impl_metric{name="syn_avg_cell_area",unit="um2"} 9.77
chip_impl_metric{name="die-width",unit="um"} 84.4
chip_impl_metric{name="via_per_inst",unit=""} 5.31
chip_impl_metric{name="setup_tns",unit="ns"} 0
chip_impl_metric{name="via_count_of_the_first_global_routing_pass",unit=""} 2078
chip_impl_metric{name="power.ir.vdd_worst",unit="uV"} 173
chip_impl_metric{name="fin_skew",unit="ns"} 0.0106
chip_impl_metric{name="worst-slew-pin-transition",unit="ns"} 0.847
chip_impl_metric{name="dr_total_vias",unit=""} 2108
chip_impl_metric{name="remaining_drc_errors",unit=""} 0
chip_impl_metric{name="final_cells",unit=""} 397
chip_impl_metric{name="floorplan.rows",unit=""} 29
chip_impl_metric{name="drt-wirelength-per-cell",unit="um"} 13.5
chip_impl_info{name="netlist_top_cells_count",value="37 x inv_1, 33 x ha_1, 32 x edfxtp_1"} 1
chip_impl_metric{name="dieHeight",unit="um"} 84.4
chip_impl_metric{name="p_per_area",unit="nW/um2"} 272
chip_impl_metric{name="drtIter0Drc",unit=""} 89
chip_impl_metric{name="asyncSetResetFlopFracSynth",unit=""} 0.0303
chip_impl_metric{name="total_leakage_power",unit="nW"} 1.34
chip_impl_metric{name="critical_path_required",unit="ns"} 4.82
chip_impl_metric{name="path_clk_slew",unit="ns"} 0.06
chip_impl_metric{name="min_period",unit="ns"} 3.36
chip_impl_metric{name="drt_wl_total",unit="mm"} 5.35
chip_impl_metric{name="final-seq-area",unit="um2"} 986
chip_impl_metric{name="ys_seq_elements",unit=""} 33
chip_impl_metric{name="fmaxAchievable",unit="GHz"} 0.297
chip_impl_metric{name="critical_path.max_stage_delay",unit="ns"} 0.60
chip_impl_info{name="grt_busiest_layer",value="met2"} 1
chip_impl_metric{name="ant_nets",unit=""} 0
chip_impl_metric{name="number_of_buffers_created_by_cts",unit=""} 5
chip_impl_metric{name="critical_path_arrival",unit="ns"} 3.38
chip_impl_metric{name="stdcell_area",unit="um2"} 3260
chip_impl_info{name="cp-start-kind",value="input pin"} 1
## final cells by class
cell class / count / share of cell area
tap: 77 / 0.0296
sequential: 33 / 0.302
clock buffer: 6 / 0.0223
clock inverter: 2 / 0.0104
timing repair buffer: 40 / 0.119
multi-input combinational: 202 / 0.474
inverter: 37 / 0.0426
## metal layers
layer	vias up	wire length, um	share of wire
met2	30	2430	0.45
met3	5	226	0.042
met5	-	0	0
met4	0	51	0.0095
met1	974	2650	0.49
li1	1099	-	-
## kinds of logic (layout without fill, tap and decap cells)
family	Yosys count	in the layout	share of synthesized area
adders and majority gates	33	33	0.152
xor gates and xnor gates	26	26	0.0839
AOI/OAI and AO/OA	38	38	0.104
DFF	33	33	0.363
buffers and inverters	43	85	0.0682
and+or+nand+nor	105	105	0.229
## worst paths after layout
kind	startpoint	to	slack (ns)	cells past startpoint
hold reg to reg	outclk$_DFFE_PN0P_	outclk$_DFFE_PN0P_	0.66	2
min in group asynchronous	Reset	outclk$_DFFE_PN0P_	1.09	2
hold / removal	outclk$_DFFE_PN0P_	outclk$_DFFE_PN0P_	0.66	2
max in group asynchronous	Reset	outclk$_DFFE_PN0P_	3.41	2
setup / recovery	div_clk_count[31]	counter[20]$_SDFFCE_PP0P_	1.44	8
setup reg to reg	counter[28]$_SDFFCE_PP0P_	counter[20]$_SDFFCE_PP0P_	2.13	6
## per-stage QoR
step           total power [mW]  setup WS [ns]  utilization
2_1_floorplan             0.543           2.00            -
3_5_place_dp              0.636           1.16        0.488
4_1_cts                   0.895           1.45        0.505
6_report                  0.886           1.44        0.505
3_3_place_gp              0.634           1.20        0.488
5_1_grt                   0.948           1.27        0.505
## sequential cells by signal, summed over array words and instances, names as in the netlist
register / count
outclk: 1
counter: 32
## placed cells by master, fill, tap and decap left out, drive strengths merged, types with 4 or more instances in the layout
master	count
and3	4
or3	5
clkdlybuf4s50	35
o21ai	7
nand3	9
and4	4
edfxtp	32
ha	33
inv	37
nand2	18
clkbuf	6
xor2	21
nor2	8
a211oi	6
buf	5
nand4	19
nor3	30
xnor2	5
a21oi	12
## worst reg2reg max path, cell delays in order (launching register included)
cell	delay, ns
edfxtp_1	0.46
ha_1	0.31
nand4_1	0.21
o221ai_1	0.37
a21o_1	0.60
buf_4	0.37
nor3_1	0.09
## power breakdown
group | internal, mW | switching [mW]
Sequential | 0.363 | 0.0442
Combinational | 0.117 | 0.104
Clock | 0.153 | 0.104
Total | 0.633 | 0.253
Power and IR drop assume default switching activity.
